**./run.sh**
```bash
#!/bin/bash
# OpenROAD 26Q1-2900-gdf79404cd8, Yosys 0.63+post, stock flow scripts
make -C /OpenROAD-flow-scripts/flow DESIGN_CONFIG=/design/flow/config.mk WORK_HOME=/design/flow/orfs finish
```
**./config.mk**
```make
export PLATFORM = sky130hd
export DESIGN_NAME = carry_save_adder
export DESIGN_NICKNAME = carry_save_adder
export VERILOG_FILES = /design/flow/design.v
export SDC_FILE = /design/flow/constraint.sdc
export NUM_CORES = 4
export LEC_CHECK = 1
export CORE_AREA = 10 10 91 91
export DIE_AREA = 0 0 101 101
```
**./constraint.sdc**
```tcl
current_design carry_save_adder

set clk_period 1.0
set clk_io_pct 0.2

create_clock -name clk0 -period $clk_period

set non_clock_inputs [all_inputs -no_clocks]
set_input_delay [expr $clk_period * $clk_io_pct] -clock clk0 $non_clock_inputs
set_output_delay [expr $clk_period * $clk_io_pct] -clock clk0 [all_outputs]
```
**./design.v**
```verilog
`timescale 1ns / 1ps
module carry_save_adder
   #(
     parameter int BIT_LEN = 19
    )
   (
    input  logic [BIT_LEN-1:0] A,
    input  logic [BIT_LEN-1:0] B,
    input  logic [BIT_LEN-1:0] Cin,
    output logic [BIT_LEN-1:0] Cout,
    output logic [BIT_LEN-1:0] S
   );
   genvar i;
   generate
      for (i=0; i<BIT_LEN; i++) begin : csa_fas
         full_adder full_adder(
                               .A(A[i]),
                               .B(B[i]),
                               .Cin(Cin[i]),
                               .Cout(Cout[i]),
                               .S(S[i])
                              );
      end
   endgenerate
endmodule
`timescale 1ns / 1ps
module full_adder
   (
    input  logic A,
    input  logic B,
    input  logic Cin,
    output logic Cout,
    output logic S
   );
   reg x1;
   always_comb begin
      x1 = A^B;
      S    =  x1 ^ Cin ;
      Cout = (A & B) | (Cin & (x1));
   end
endmodule
```
==> impl_metrics.csv <==
group,metric,value,unit
logic_synthesis,synth.largest_area_cell,"fa_1",
worst_setup_path,crit_type,"input port to primary output",
timing,tightest_slew,0.0714,ns
logic_synthesis,ys_cells,57,
logic_synthesis,synth-warning-count,1,
status,violations,"setup timing",
worst_setup_path,path_cells,"buf_6 > fa_2 > buf_2",
timing,holdWs,0.709,ns
placed_design,dp_cells,191,
routing,antenna_cells,0,
logic_synthesis,syn_inst,57,
timing,setup_viol,19,
grt,grt_usage,3.95,%
grt,grt_pass1_wl,3310,um
logic_synthesis,yosys_area,666,um2
worst_setup_path,crit_required,0.80,ns
grt,grt_start_max_net_pins,2,
status,status,"complete, but fails checks",
routing,via_per_inst,2.91,
timing,slew-limit-headroom,95.2,%
power_and_ir_drop,ir_drop,0.0000844,V
worst_setup_path,crit_buf_inv,2,
final_layout,drive_gt1_share,100,%
logic_synthesis,common_cells,"buf_4 (38), fa_1 (19)",
final_layout,seq_area,0,um2
logic_synthesis,area_leaders,"fa_1 (57%), buf_4 (43%)",
logic_synthesis,synth.most_common_cell,"buf_4",
routing,drt_iter0_markers,0,
power_and_ir_drop,p_total,448,uW
worst_setup_path,critPathLaunchType,"input port",
power_and_ir_drop,cellLeakagePower,0.000560,uW
floorplan,ios,95,
timing,fin_crit_sh,113,%
timing,rsz0062_at_grt,"true",
routing,dr_wl_met2,1120,um
logic_synthesis,syn_avg_cell_area,11.7,um2
grt,grt_pass1_vias,660,
routing,first_pass_iters,1,
routing,drc,0,
worst_setup_path,cp_data_arrival_time,0.93,ns
timing,hold_viol_final,0,
grt,antenna_found_initial,0,
logic_synthesis,ys_types,2,
routing,met1_length,814,um
routing,wl,2310,um
timing,report.final.slew_viol_count,0,
routing,top_layer,"met3",
final_layout,logic_area,428,um2
placed_design,dp_hpwl,2220,um
worst_setup_path,timing.critical_path.slowest_cell_delay,0.54,ns
routing,avgRoutedWirePerCell,12.1,um
timing,tns,-2.34,ns
worst_setup_path,end_kind,"primary output",
run,cap_violations,0,
final_layout,clock_buffers,0,
final_layout,syn_to_final_growth,78.4,%
timing,layout_min_cycle_time,1.13,ns
logic_synthesis,synth_top_area_share,57.1,%
power_and_ir_drop,power_density,378,mW/mm2
placed_design,portBuffers,95,
floorplan,die_x,101,um
routing,wl_met3,373,um
worst_setup_path,cp_top_family,"adder cells",
grt,grt_overflow,0,
floorplan,core,0.00635,mm2
placed_design,pre_cts_slack,-0.875,ns
logic_synthesis,syn_area,666,um2
placed_design,gp_congestion,0.689,
routing,vias,555,
final_layout,seq_cells,0,
timing,worst_slack,-0.134,ns
min_path,hold_class,"input port to primary output",
clocking,cts_setup_buffers,0,
timing,fmax,882,MHz
floorplan,die_h,101,um
worst_setup_path,crit_slowest_cell,"fa_2",
worst_setup_path,worstPathMaxFanout,1,
floorplan,rows,29,
routing,final_antenna_net_count,0,
floorplan,fp_util,10.5,%
run,openroad.warnings,35,
logic_synthesis,seq_area_frac_synth,0,%
final_layout,final_cells,191,
final_layout,fill_cells,710,
floorplan,dieArea,0.0102,mm2
report_power, final:
| part | switching (uW) | total (uW) | internal (uW) |
|---|---|---|---|
| sequential | 0 | 0 | 0 |
| clock | 0 | 0 | 0 |
| combinational | 138 | 448 | 310 |
placed cells by master, fill, tap and decap left out, drive strengths merged:
master and count:
fa 19, buf 95
cell families (layout without fill, tap and decap cells):
kind of cell / Yosys count / after routing / share of synthesized area, %
fa+ha+maj: 19 / 19 / 57.1
buf+inv: 38 / 95 / 42.9
per-layer routing:
metal,global-route usage (%),vias to the layer above
met3,1.87,0
li1,-,247
met4,0,0
met1,4.72,259
met5,0,-
met2,6.73,49
through the flow:
step / instance area (um2) / util, %
floorplan: 666 / -
detailed placement: 1430 / 22.5
CTS: 1130 / 17.8
finish: 1190 / 18.7
global placement: 1430 / 22.5
global route: 1190 / 18.7
final cells by class:
type	count	share of cell area, %
Multi-Input combinational cell	19	36.0
Tap cell	77	8.11
Timing Repair Buffer	95	55.8
final timing paths:
kind,depth (start not counted),from,endpoint,slack (ns)
max,3,A[13],S[13],-0.13
min,3,A[14],Cout[14],0.71
timing repair:
action                                  in CTS  in global routing
hold buffers                                 0                  0
pin swaps                                   19                  9
gates resized                              382                 10
endpoints found under the setup margin      38                 23
No activity file was given, so power comes from the tool's default toggle rates.
